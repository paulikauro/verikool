`./run.sh`:
```
#!/bin/bash
# OpenROAD 26Q1-2900-gdf79404cd8, Yosys 0.63+post, stock flow scripts
make -C /OpenROAD-flow-scripts/flow DESIGN_CONFIG=/design/flow/config.mk WORK_HOME=/design/flow/orfs finish
```
`./config.mk`:
```
export PLATFORM = sky130hd
export DESIGN_NAME = Memory
export DESIGN_NICKNAME = Memory
export VERILOG_FILES = /design/flow/design.v
export SDC_FILE = /design/flow/constraint.sdc
export NUM_CORES = 4
export LEC_CHECK = 1
export CORE_UTILIZATION = 50
export SYNTH_HDL_FRONTEND = slang
```
`./constraint.sdc`:
```
current_design Memory

set clk_period 21.8
set clk_io_pct 0.2

create_clock -name clk0 -period $clk_period [get_ports {clk}]

set non_clock_inputs [all_inputs -no_clocks]
set_input_delay [expr $clk_period * $clk_io_pct] -clock clk0 $non_clock_inputs
set_output_delay [expr $clk_period * $clk_io_pct] -clock clk0 [all_outputs]
```
`./design.v`:
```
module Memory(
    input [7:0] address,
    input [7:0] in,
    output [7:0] out,
    input writeEnable,
    input clk
);
    reg [7:0] memory[256];
    assign out = memory[address];
    always_ff @(posedge clk) begin
        if (writeEnable) begin
            memory[address] <= in;
        end
    end
endmodule
```
==> flow_metrics.env <==
# flow metrics
export IMPL_warning_count=26
export IMPL_edf_count=2048
export IMPL_cts_buffers=197
export IMPL_start_kind="input pin"
export IMPL_critPathRequiredTime_ns=17.44
export IMPL_status="finished clean"
export IMPL_final_max_slew_viol_count=0
export IMPL_top_cell="edfxtp_1"
export IMPL_cts_sinks=2048
export IMPL_dp_hpwl_mm=111.9
export IMPL_port_buffers=25
export IMPL_hold_class="in -> reg"
export IMPL_ios=26
export IMPL_drc_errors=0
export IMPL_path_common_cell="buf_4"
export IMPL_p_per_area_nw_per_um2=92.49
export IMPL_postSynthAreaPerCell_um2=22.13
export IMPL_dr_pass1_iters=7
export IMPL_grt_pass1_wl_mm=275.1
export IMPL_chipArea_um2=158300
export IMPL_crit_type="in -> out"
export IMPL_critical_path_slowest_cell="o41ai_1"
export IMPL_synthArstFlopShare_pct=0
export IMPL_p_leak_nw=26.80
export IMPL_simple_gate_area_share_pct=1.736
export IMPL_die_h_um=397.8
export IMPL_num_vias=36950
export IMPL_top_register="memory"
export IMPL_crit_chain="buf_8 > buf_4 > buf_4 > mux4_2 > a22oi_1 > a21oi_1 > o41ai_1 > nand4_1 > clkdlybuf4s50_1"
export IMPL_muxShareOfSynthArea_pct=14.72
export IMPL_top_regs="memory (2048)"
export IMPL_relSlewSlack_pct=15.38
export IMPL_grt_pass1_vias=42100
export IMPL_grt_antenna_before_repair=3
export IMPL_fp_util_pct=50.61
export IMPL_maxCapViolations=0
export IMPL_yosys_top_cells_area="edfxtp_1 (79%), mux4_2 (15%), a22oi_1 (2.5%)"
export IMPL_fin_crit_sh_pct=64.29
export IMPL_irDropWorstVdd_mv=0.08900
export IMPL_top_cells_by_count="edfxtp_1 (2048), mux4_2 (512), a22oi_1 (256)"
export IMPL_coreArea_um2=154800
export IMPL_fmax_mhz=71.35
export IMPL_topCombFamilyByArea="multiplexers"
export IMPL_ys_area_um2=78330
export IMPL_cts_tree="yes"
export IMPL_drt_wirelength_per_cell_um=31.62
export IMPL_rsz0062_at_grt="no"
export IMPL_ys_warn_count=0
export IMPL_holdBufCountCts=0
export IMPL_max_stage_delay_ns=1.15
export IMPL_synth_seq_cells=2048
export IMPL_netlist_area_um2=78330
export IMPL_cp_arrival_ns=9.65
export IMPL_gp_congestion=0.8465
export IMPL_min_from="in[4]"
export IMPL_synth_cell_type_count=21
export IMPL_cts_htree_levels=4
export IMPL_nFillCells=10760
export IMPL_finalSetupTns_ns=0
export IMPL_setup_viol=0
export IMPL_finalPower_mw=8.146
export IMPL_yosysTopAreaCell="edfxtp_1"
export IMPL_routed_via_density=6.244
export IMPL_cts_resized=0
export IMPL_chipWidth_um=397.8
export IMPL_worstPathMaxFanout=53
export IMPL_clk_pin_slew_worst_paths_ns=0.06
export IMPL_synth_cellmix_adderShare_pct=0
export IMPL_synth_top_area_share_pct=78.51
export IMPL_syn_inst=3539
export IMPL_drive_gt1_share_pct=25.53
export IMPL_regArea_um2=61500
export IMPL_drt_iter0_markers=2194
export IMPL_yosys_area_share_xor_xnor_pct=0
export IMPL_hold_viol_final=0
export IMPL_cts_max_path_buffers=3
export IMPL_rows=144
export IMPL_ys_cells=3539
export IMPL_min_period_ns=14.01
export IMPL_ant_nets=0
export IMPL_aoi_share_pct=3.629
export IMPL_grt_max_degree=99
export IMPL_gr_usage_all_layers_pct=27.54
export IMPL_hold_depth=1
export IMPL_holdPathEnd="memory[118][4]$_DFFE_PP_"
export IMPL_largest_reg_flops=2048
export IMPL_clock_tree_root_cell="clkbuf_16"
export IMPL_layout_area_comb_um2=15800
export IMPL_gr_total_overflow=0
export IMPL_synthFlopType="edfxtp_1"
export IMPL_worstSetupEndpointType="primary output"
export IMPL_postSynthSeqShare_pct=78.51
export IMPL_syn2layout_area_growth_pct=12.44
export IMPL_wl_mm=187.1
export IMPL_post_cts_buffers=0
export IMPL_worst_pin_slew_ns=1.253
-- cells by family (layout without fill, tap and decap cells) --
family / count (synthesis) / count (layout)
and+or+nand+nor: 330 / 330
AOI/OAI and AO/OA: 416 / 416
other: 0 / 4
DFF: 2048 / 2048
muxes: 512 / 512
buffers and inverters: 233 / 564
-- metal layers --
| layer | routed length [µm] | up-vias | GRT usage, % |
|---|---|---|---|
| li1 | - | 15410 | - |
| met1 | 59300 | 18720 | 35.05 |
| met2 | 87990 | 2540 | 38.62 |
| met3 | 34460 | 272 | 22.91 |
| met4 | 5138 | 7 | 5.920 |
| met5 | 233 | - | 0.9988 |
-- worst max path at each step --
stage	startpoint	to	cells past startpoint
final	address[0]	out[2]	9
after global routing	address[0]	out[2]	9
after CTS	address[0]	out[2]	9
-- cell usage in the layout (no fill, tap or decap), types with 2 or more instances in the layout --
cell type	netlist	routed
a21oi_1	128	128
nand2b_1	6	6
clkinv_8	0	2
edfxtp_1	2048	2048
nor3_1	30	30
buf_4	16	165
buf_12	0	3
clkbuf_16	0	205
nor2_1	232	231
inv_6	0	5
or2_2	2	2
diode_2	0	4
nand4_1	8	8
o41ai_2	0	6
clkbuf_1	145	38
o41ai_1	32	26
clkbuf_8	0	8
nor2b_1	7	5
inv_16	0	2
bufinv_16	0	27
clkinv_2	0	39
mux4_2	512	512
clkinv_1	0	46
nor2b_4	0	2
clkinvlp_4	0	6
nand3_1	13	13
buf_8	0	2
a22oi_1	256	256
clkdlybuf4s50_1	0	15
and2_1	3	2
nand2_1	28	28
-- stage by stage --
stage	util, %	area [µm²]	setup WS [ns]	std cells	hold slack [ns]
after floorplan	-	78330	11.34	3539	4.459
after CTS	56.90	88070	7.682	5914	4.007
after detailed placement	52.63	81450	7.700	5544	4.874
final	56.91	88080	7.785	5918	4.044
after global routing	56.90	88070	7.583	5914	4.045
after global placement	52.62	81450	7.559	5544	4.856
-- critical path, delay by kind of cell --
kind / cells / cell delay [ns]
buffers and inverters: 4 / 2.28
AND-OR/OR-AND: 3 / 1.63
AND/OR/NAND/NOR: 1 / 0.66
multiplexers: 1 / 0.61
-- power by group --
| part | switching, mW | leakage, nW | internal [mW] |
|---|---|---|---|
| registers | 0.00182 | 18.4 | 4.34 |
| clock network | 1.41 | 3.23 | 2.03 |
| logic | 0.236 | 5.16 | 0.124 |
| total | 1.65 | 26.8 | 6.50 |
-- layout make-up --
| class | instances | share of cell area, % |
|---|---|---|
| clock inverters | 127 | 1.521 |
| multi-input cells | 1258 | 17.94 |
| well taps | 2044 | 2.904 |
| clock buffers | 243 | 5.986 |
| flip-flops and latches | 2048 | 69.83 |
| repair buffers | 193 | 1.804 |
| inverters | 1 | 0.004262 |
| diodes | 4 | 0.01136 |
No activity file was given, so power comes from the tool's default toggle rates.
